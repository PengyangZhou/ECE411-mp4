==> ./design.v <==
package pcmux;
typedef enum bit [1:0] {
    pc_plus4  = 2'b00
    ,alu_out  = 2'b01
    ,alu_mod2 = 2'b10
} pcmux_sel_t;
endpackage
package marmux;
typedef enum bit {
    pc_out = 1'b0
    ,alu_out = 1'b1
} marmux_sel_t;
endpackage
package cmpmux;
typedef enum bit {
    rs2_out = 1'b0
    ,i_imm = 1'b1
} cmpmux_sel_t;
endpackage
package alumux;
typedef enum bit {
    rs1_out = 1'b0
    ,pc_out = 1'b1
} alumux1_sel_t;
typedef enum bit [2:0] {
    i_imm    = 3'b000
    ,u_imm   = 3'b001
    ,b_imm   = 3'b010
    ,s_imm   = 3'b011
    ,j_imm   = 3'b100
    ,rs2_out = 3'b101
} alumux2_sel_t;
endpackage
package regfilemux;
typedef enum bit [3:0] {
    alu_out   = 4'b0000
    ,br_en    = 4'b0001
    ,u_imm    = 4'b0010
    ,lw       = 4'b0011
    ,pc_plus4 = 4'b0100
    ,lb        = 4'b0101
    ,lbu       = 4'b0110   
    ,lh        = 4'b0111
    ,lhu       = 4'b1000   
} regfilemux_sel_t;
endpackage
package addrmux;
    typedef enum bit {
        addr_from_cpu = 1'b1,
        addr_from_array = 1'b0
    } addrmux_sel_t;
endpackage
package datamux;
    typedef enum bit { 
        data_from_memory = 1'b0,
        data_from_cpu = 1'b1 
    } datamux_sel_t;
endpackage
package waymux;
    typedef enum bit { 
        hit_id = 1'b0,
        lru_id = 1'b1
    } waymux_sel_t;
endpackage
package benmux;
    typedef enum bit { 
        all_enable = 1'b0,
        spec_by_cpu = 1'b1
    } benmux_sel_t;
endpackage
interface rvfi_itf(input clk, input rst);
    logic halt;
    logic commit;
    logic [63:0] order;
    logic [31:0] inst;
    logic trap;
    logic [4:0] rs1_addr;
    logic [4:0] rs2_addr;
    logic [31:0] rs1_rdata;
    logic [31:0] rs2_rdata;
    logic load_regfile;
    logic [4:0] rd_addr;
    logic [31:0] rd_wdata;
    logic [31:0] pc_rdata;
    logic [31:0] pc_wdata;
    logic [31:0] mem_addr;
    logic [3:0] mem_rmask;
    logic [3:0] mem_wmask;
    logic [31:0] mem_rdata;
    logic [31:0] mem_wdata;
    logic [15:0] errcode;
endinterface
module cacheline_adaptor
(
    input clk,
    input reset_n,
    input logic [255:0] line_i,
    output logic [255:0] line_o,
    input logic [31:0] address_i,
    input read_i,
    input write_i,
    output logic resp_o,
    input logic [63:0] burst_i,
    output logic [63:0] burst_o,
    output logic [31:0] address_o,
    output logic read_o,
    output logic write_o,
    input resp_i
);
    typedef enum bit [2:0] {IDLE, WAITR, WAITW, R, W, DONE} macro_t;
    struct packed {
        macro_t macro;
        logic [1:0] count;
    } state;
    localparam logic [1:0] maxcount = 2'b11;
    logic [255:0] linebuf;
    logic [31:0] addressbuf;
    assign line_o = linebuf;
    assign address_o = addressbuf;
    assign burst_o = linebuf[64 * state.count +: 64];
    assign read_o = ((state.macro == WAITR) || (state.macro == R));
    assign write_o = ((state.macro == WAITW) || (state.macro == W));
    assign resp_o = state.macro == DONE;
    enum bit [1:0] {READ_OP, WRITE_OP, NO_OP} op;
    assign op = read_i ? READ_OP : write_i ? WRITE_OP : NO_OP;
    always_ff @(posedge clk) begin
        if (~reset_n) begin
            state.macro <= IDLE;
        end
        else begin
            case (state.macro)
            IDLE: begin
                case (op)
                    NO_OP: ;
                    WRITE_OP: begin
                        state.macro <= WAITW;
                        linebuf <= line_i;
                        addressbuf <= address_i;
                        state.count <= 2'b00;
                    end
                    READ_OP: begin
                        state.macro <= WAITR;
                        addressbuf <= address_i;
                    end
                endcase
            end
            WAITR: begin
                if (resp_i) begin
                    state.macro <= R;
                    state.count <= 2'b01;
                    linebuf[63:0] <= burst_i;
                end
            end
            WAITW: begin
                if (resp_i) begin
                    state.macro <= W;
                    state.count <= 2'b01;
                end
            end
            R: begin
                if (state.count == maxcount) begin
                    state.macro <= DONE;
                end
                linebuf[64*state.count +: 64] <= burst_i;
                state.count <= state.count + 2'b01;
            end
            W: begin
                if (state.count == maxcount) begin
                    state.macro <= DONE;
                end
                state.count <= state.count + 2'b01;
            end
            DONE: begin
                state.macro <= IDLE;
            end
            endcase
        end
    end
endmodule : cacheline_adaptor
==> ./run.sh <==
#!/bin/bash
# OpenROAD 26Q1-2900-gdf79404cd8, Yosys 0.63+post, stock flow scripts
make -C /OpenROAD-flow-scripts/flow DESIGN_CONFIG=/design/flow/config.mk WORK_HOME=/design/flow/orfs finish
==> ./config.mk <==
export PLATFORM = sky130hd
export DESIGN_NAME = cacheline_adaptor
export DESIGN_NICKNAME = cacheline_adaptor
export VERILOG_FILES = /design/flow/design.v
export SDC_FILE = /design/flow/constraint.sdc
export NUM_CORES = 4
export LEC_CHECK = 1
export CORE_AREA = 10 10 340 340
export DIE_AREA = 0 0 350 350
==> ./constraint.sdc <==
current_design cacheline_adaptor

set clk_period 19.3
set clk_io_pct 0.2

create_clock -name clk0 -period $clk_period [get_ports {clk}]

set non_clock_inputs [all_inputs -no_clocks]
set_input_delay [expr $clk_period * $clk_io_pct] -clock clk0 $non_clock_inputs
set_output_delay [expr $clk_period * $clk_io_pct] -clock clk0 [all_outputs]
==> run_results.csv <==
group,metric,value,unit
cts,cts_resized,0,
run_status,outcome,"complete, no violations",
cts,clkLatencyLatePin,0.58,ns
cts,path_clk_slew,0.06,ns
placed_design,dp_cells,3540,
routing,drt_iter0_markers,940,
worst_setup_path,r2r_setup_slack,14.99,ns
pwr,vdd_drop_max,68.3,uV
timing,slew_headroom,0.465,
die,die_area,0.123,mm^2
cells_and_area,regArea,0.00877,mm^2
worst_setup_path,crit_required,15.44,ns
timing,fin_tns_setup,0,ns
yosys,postSynthSeqShare,0.546,
routing,vias,15300,
worst_setup_path,crit_fanout,30,
yosys,ys.flops,293,
worst_setup_path,end_kind,"primary output",
yosys,ys_sh_mux,0.0917,
cts,ctsHtreeMaxLevel,2,
global_routing,grt_start_max_net_pins,79,
global_routing,grt_pass1_vias,15800,
cts,cts_tree,"done",
worst_setup_path,rr_endpoint,"linebuf[176]$_DFFE_PP_",
yosys,simple_gate_share,0.160,
cts,postCtsHoldBufs,0,
yosys,most_common_cell,"edfxtp_1",
yosys,ys_sh_aoi,0.162,
yosys,topCellsByArea,"edfxtp_1 (54%), mux4_2 (9.0%), nor2b_1 (7.7%)",
die,rows,121,
timing,finClkSkew,0.0289,ns
cells_and_area,drive_above_1_share,0.0793,
cts,post_cts_buffers,0,
die,fp_util,0.148,
global_routing,grt_use_total,0.144,
placed_design,port_buffers,711,
yosys,ys_types,37,
flow_run,warnings,29,
yosys,avgSynthCellArea,10.7,um^2
worst_setup_path,worstSetupPathType,"register to primary output",
global_routing,met3_usage,0.0707,
pwr,p_leak,8.89,nW
placed_design,pre_cts_ws,12.20,ns
cts,cts_sinks,293,
global_routing,grt_pass1_wl,123,mm
worst_hold_path,min_to,"linebuf[60]$_DFFE_PP_",
worst_setup_path,cp-start-kind,"register",
cts,cts_max_path_buffers,3,
cells_and_area,num-fill-cells,11400,
cells_and_area,stdcell_count,3609,
global_routing,grt-ovfl-total,0,
global_routing,antenna_found_initial,16,
worst_setup_path,ff2ff_path_depth,9,
pwr,powerDensity,108,mW/mm^2
yosys,synthDominantCellAreaShare,0.543,
worst_setup_path,arrival,3.09,ns
yosys,ys_top_cells_by_count,"edfxtp_1 (290), nand2_1 (201), nor2b_1 (198), a21oi_1 (194), o21ai_0 (180)",
die,pin_count,712,
timing,finalCriticalPeriod,6.95,ns
timing,max_freq,0.144,GHz
cts,cts_buffers,38,
routing,drc_errors,0,
cells_and_area,synthToLayoutAreaGrowth,61.7,%
routing,first_pass_iters,5,
yosys,top_area_cell,"edfxtp_1",
worst_hold_path,hold_start,"linebuf[60]$_DFFE_PP_",
die,dieHeight,350,um
yosys,yosys_warnings,1,
placed_design,dp_hpwl,68.2,mm
flow_run,cap_violations,0,
routing,wl_per_cell,24.9,um
yosys,xor_area_frac,0.000546,
yosys,synthArstFlopShare,0,
routing,wl,89.8,mm
placed_design,gp_congestion,0.932,
worst_hold_path,hp-class,"register to register",
global_routing,met2_usage,0.238,
worst_setup_path,cp_cell_sequence,"buf_4 > buf_4 > mux4_2 > clkdlybuf4s50_1",
yosys,synth_chip_area,0.0161,mm^2
yosys,synth-adder-area-share,0.00390,
timing,min_period_over_period,0.360,
cts,cts-root-buf,"clkbuf_16",
global_routing,use_met1,0.166,
yosys,ys.flop_type,"edfxtp_1",
die,chipWidth,350,um
worst_setup_path,regToRegStartpoint,"state[4]$_SDFFE_PN0P_",
cells_and_area,logic_area,0.00682,mm^2
global_routing,grt_busiest_layer,"met2",
yosys,synth-edff-count,290,
die,core-area,0.109,mm^2
worst_setup_path,critPathMaxStageDelay,0.64,ns
worst_hold_path,whs_path_depth,2,
yosys,yosysCellCount,1506,
yosys,synth_cells,1506,
routing,ant_nets,0,
timing,fin_ws,12.35,ns
timing,max_slew.worst_pin.slew,0.802,ns
yosys,synth_area,0.0161,mm^2
worst_setup_path,cp_slowest_cell,"mux4_2",
worst_setup_path,cpMostUsedCell,"buf_4",
timing,setup_viol_count_final,0,
routing,vias_per_cell,4.25,
timing,maxSlewViolCount,0,
timing,hold_viol,0,
yosys,logic_family,"AND-OR/OR-AND gates",
timing,rsz0062_at_grt,"no",
==> power breakdown <==
group          switching, W  total, W  internal, W
Clock              0.000299  0.000696     0.000397
Sequential        0.0000855  0.000936     0.000850
Combinational      0.000633   0.00118     0.000550
==> routing by layer <==
metal	share of wire	vias up
met5	0.0016	-
met4	0.032	26
met3	0.12	138
met2	0.48	814
met1	0.36	7475
li1	-	6869
==> registers in the layout, indices dropped and copies added, names as in the netlist <==
register / cells
state: 5
linebuf: 256
addressbuf: 32
==> layout by cell type, fill, tap and decap left out, types with 5 or more instances in the layout <==
master / n
a21oi_1: 192
a221oi_1: 64
buf_4: 37
clkbuf_1: 5
clkbuf_16: 39
clkdlybuf4s50_1: 711
clkinv_1: 6
clkinv_2: 10
edfxtp_1: 290
mux4_2: 64
nand2_1: 199
nor2_1: 134
nor2b_1: 197
o21ai_0: 180
o21ai_1: 14
==> cell type report <==
| cell class | count | area share |
|---|---|---|
| sequential | 293 | 0.338 |
| timing repair buffer | 748 | 0.285 |
| multi-input combinational | 1080 | 0.263 |
| tap | 1414 | 0.0681 |
| clock buffer | 44 | 0.0383 |
| clock inverter | 23 | 0.00723 |
| inverter | 5 | 0.000819 |
| antenna | 2 | 0.000193 |
==> critical path, delay by kind of cell (launching register included) <==
kind                   cells  cell delay (ns)
flip-flops                 1             0.34
multiplexers               1             0.64
buffers and inverters      3             1.48
==> metrics by stage <==
stage / util / power [W] / hold WS (ns) / area, um^2
after CTS: 0.239 / 0.00287 / 0.658 / 26000
after global placement: 0.228 / 0.00215 / 0.627 / 24800
final: 0.239 / 0.00282 / 0.648 / 26000
after global routing: 0.239 / 0.00298 / 0.696 / 26000
after detailed placement: 0.228 / 0.00216 / 0.647 / 24800
after floorplan: - / 0.00146 / 0.570 / 16100
==> cell families (layout without fill, tap and decap cells) <==
| kind of cell | count (synthesis) | after routing |
|---|---|---|
| simple gates | 544 | 544 |
| compound gates | 463 | 463 |
| flops | 293 | 293 |
| buf+inv | 133 | 820 |
| mux | 67 | 67 |
| fa+ha+maj | 5 | 5 |
| xor+xnor | 1 | 1 |
| other cells | 0 | 2 |
==> how the worst max path moves through the flow <==
| stage | slack, ns | from | endpoint |
|---|---|---|---|
| CTS | 12.16 | state[0]$_DFFE_PP_ | burst_o[31] |
| global route | 12.09 | state[0]$_DFFE_PP_ | burst_o[31] |
| finish | 12.35 | state[0]$_DFFE_PP_ | burst_o[31] |
Power figures rest on the tool's default switching activity, not on a simulated workload.
