`flow/run.sh`:
```
#!/bin/bash
# OpenROAD 26Q1-2900-gdf79404cd8, Yosys 0.63+post, stock flow scripts
make -C /OpenROAD-flow-scripts/flow DESIGN_CONFIG=/design/flow/config.mk WORK_HOME=/design/flow/orfs finish
```
`flow/constraint.sdc`:
```
current_design data_array

set clk_period 18.4
set clk_io_pct 0.2

create_clock -name clk0 -period $clk_period [get_ports {clk}]

set non_clock_inputs [all_inputs -no_clocks]
set_input_delay [expr $clk_period * $clk_io_pct] -clock clk0 $non_clock_inputs
set_output_delay [expr $clk_period * $clk_io_pct] -clock clk0 [all_outputs]
```
`flow/config.mk`:
```
export PLATFORM = sky130hd
export DESIGN_NAME = data_array
export DESIGN_NICKNAME = data_array
export VERILOG_FILES = /design/flow/design.v
export SDC_FILE = /design/flow/constraint.sdc
export NUM_CORES = 4
export LEC_CHECK = 1
export CORE_UTILIZATION = 40
```
`flow/design.v`:
```
package pcmux;
typedef enum bit [1:0] {
    pc_plus4  = 2'b00
    ,alu_out  = 2'b01
    ,alu_mod2 = 2'b10
} pcmux_sel_t;
endpackage
package marmux;
typedef enum bit {
    pc_out = 1'b0
    ,alu_out = 1'b1
} marmux_sel_t;
endpackage
package cmpmux;
typedef enum bit {
    rs2_out = 1'b0
    ,i_imm = 1'b1
} cmpmux_sel_t;
endpackage
package alumux;
typedef enum bit {
    rs1_out = 1'b0
    ,pc_out = 1'b1
} alumux1_sel_t;
typedef enum bit [2:0] {
    i_imm    = 3'b000
    ,u_imm   = 3'b001
    ,b_imm   = 3'b010
    ,s_imm   = 3'b011
    ,j_imm   = 3'b100
    ,rs2_out = 3'b101
} alumux2_sel_t;
endpackage
package regfilemux;
typedef enum bit [3:0] {
    alu_out   = 4'b0000
    ,br_en    = 4'b0001
    ,u_imm    = 4'b0010
    ,lw       = 4'b0011
    ,pc_plus4 = 4'b0100
    ,lb        = 4'b0101
    ,lbu       = 4'b0110   
    ,lh        = 4'b0111
    ,lhu       = 4'b1000   
} regfilemux_sel_t;
endpackage
package addrmux;
    typedef enum bit {
        addr_from_cpu = 1'b1,
        addr_from_array = 1'b0
    } addrmux_sel_t;
endpackage
package datamux;
    typedef enum bit { 
        data_from_memory = 1'b0,
        data_from_cpu = 1'b1 
    } datamux_sel_t;
endpackage
package waymux;
    typedef enum bit { 
        hit_id = 1'b0,
        lru_id = 1'b1
    } waymux_sel_t;
endpackage
package benmux;
    typedef enum bit { 
        all_enable = 1'b0,
        spec_by_cpu = 1'b1
    } benmux_sel_t;
endpackage
interface rvfi_itf(input clk, input rst);
    logic halt;
    logic commit;
    logic [63:0] order;
    logic [31:0] inst;
    logic trap;
    logic [4:0] rs1_addr;
    logic [4:0] rs2_addr;
    logic [31:0] rs1_rdata;
    logic [31:0] rs2_rdata;
    logic load_regfile;
    logic [4:0] rd_addr;
    logic [31:0] rd_wdata;
    logic [31:0] pc_rdata;
    logic [31:0] pc_wdata;
    logic [31:0] mem_addr;
    logic [3:0] mem_rmask;
    logic [3:0] mem_wmask;
    logic [31:0] mem_rdata;
    logic [31:0] mem_wdata;
    logic [15:0] errcode;
endinterface
module data_array #(
    parameter s_offset = 5,
    parameter s_index = 3
)
(
    clk,
    rst,
    read,
    write_en,
    rindex,
    windex,
    datain,
    dataout
);
localparam s_mask   = 2**s_offset;
localparam s_line   = 8*s_mask;
localparam num_sets = 2**s_index;
input clk;
input rst;
input read;
input [s_mask-1:0] write_en;
input [s_index-1:0] rindex;
input [s_index-1:0] windex;
input [s_line-1:0] datain;
output logic [s_line-1:0] dataout;
logic [s_line-1:0] data [num_sets-1:0]  ;
logic [s_line-1:0] _dataout;
assign dataout = _dataout;
always_ff @(posedge clk)
begin
    if (rst) begin
        for (int i = 0; i < num_sets; ++i)
            data[i] <= '0;
    end
    else begin
        if (read)
            for (int i = 0; i < s_mask; i++)
                _dataout[8*i +: 8] <= (write_en[i] & (rindex == windex)) ?
                                      datain[8*i +: 8] : data[rindex][8*i +: 8];
        for (int i = 0; i < s_mask; i++)
        begin
            data[windex][8*i +: 8] <= write_en[i] ? datain[8*i +: 8] :
                                                    data[windex][8*i +: 8];
        end
    end
end
endmodule : data_array
```
==> impl_metrics.json <==
{
  "drt_wl_total_mm": 262.6,
  "grt_pass1_wl_mm": 389.9,
  "fin_tns_setup_ns": 0,
  "firstDrtPassIters": 5,
  "cp_slowest_cell": "buf_4",
  "ys.flops": 2304,
  "fin_worst_skew_ns": 0.06910,
  "crit_family": "buffers and inverters",
  "ctsLongestPathBuffers": 4,
  "yosysChipArea_um2": 103800,
  "register_area_um2": 69190,
  "numCtsBuffers": 245,
  "viasPerCell": 5.193,
  "dp.cells": 9968,
  "layout-area-overhead-vs-synth_pct": 16.46,
  "drt_iter0_markers": 2673,
  "maxCapViolations": 0,
  "syn_inst": 6211,
  "syn_area_per_cell_um2": 16.71,
  "grt_usage": 0.2206,
  "cp-end-kind": "flip-flop",
  "timing.final.crit_share": 0.3842,
  "largest_area_cell": "edfxtp_1",
  "drive_above_1_share": 0.2425,
  "yosys_warnings": 1,
  "hold_viol": 0,
  "io_buffers": 552,
  "path_clk_slew_ns": 0.06,
  "crit_fanout": 33,
  "grt_pass1_vias": 59130,
  "finalPower_mw": 12.15,
  "die_area_um2": 261600,
  "fp.dieH_um": 511.4,
  "critPathBufInv": 5,
  "fin_crit_ns": 7.070,
  "critPathKind": "in2reg",
  "ios": 553,
  "clock_sinks": 2304,
  "drt-wirelength-per-cell_um": 25.20,
  "cts_resized": 0,
  "grt_max_degree": 100,
  "insertion_delay_ns": 0.92,
  "syn-cell-area_um2": 103800,
  "leakagePower_nw": 41.40,
  "htreeDepth": 4,
  "drcViolationCount": 0,
  "grt_overflow": 0,
  "maxSlewHeadroom": 0.3765,
  "fp_util": 0.4033,
  "warnings": 26,
  "hold_slack_ns": 0.8431,
  "cts_root_buffer": "clkbuf_16",
  "cp-start-kind": "input port",
  "finalSetupViolCount": 0,
  "rsz0062_at_grt": "false",
  "ir_worst_vdd_uv": 98.38,
  "fmax_mhz": 141.4,
  "final_util": 0.4697,
  "worst-r2r-setup-slack_ns": 16.66,
  "dp_hpwl_mm": 171.4,
  "outcome": "finished clean",
  "num_vias": 54120,
  "area_leaders": "edfxtp_1, and2_1, mux4_2",
  "core_area_um2": 257400,
  "powerDensity_nw_per_um2": 100.5,
  "hold_class": "reg2reg",
  "cpPeakStageDelay_ns": 0.64,
  "ant_nets": 0,
  "ys_seq_frac": 0.6665,
  "gp_congestion": 0.8423,
  "antenna_found_initial": 61,
  "ys_cells": 6211,
  "dieWidth_um": 511.4,
  "final-comb-area_um2": 33320,
  "synthDominantCellAreaShare": 0.6665,
  "synth_cell_type_count": 20,
  "critPathMostFrequentCell": "buf_4",
  "num_rows": 186,
  "cts_tree": "yes",
  "tightest_slew_ns": 0.9318,
  "postCtsHoldBufs": 0,
  "post_cts_buffers": 0,
  "cp.required_ns": 19.03,
  "crit_chain": "buf_8 -> buf_4 -> buf_4 -> buf_4 -> buf_4 -> mux4_2 -> mux2_2 -> mux2_2",
  "drv_slew": 0,
  "fillCellCount": 21400,
  "cp.arrival_ns": 7.70,
  "stdcell_count": 10420
}
## cell families (layout without fill, tap and decap cells)
| group | after synthesis | count (layout) | synth area share |
|---|---|---|---|
| and+or+nand+nor | 2633 | 2633 | 0.1534 |
| DFF | 2304 | 2304 | 0.6665 |
| muxes | 1024 | 1024 | 0.1666 |
| buffers and inverters | 247 | 1062 | 0.01315 |
| xor gates and xnor gates | 3 | 3 | 0.0003977 |
| other | 0 | 13 | 0 |
## power by group
part / internal [mW] / leakage [nW] / switching [mW]
Clock: 2.90 / 3.88 / 2.05
Sequential: 6.12 / 22.0 / 0.0917
Combinational: 0.486 / 15.5 / 0.500
Total: 9.51 / 41.4 / 2.64
## placed cells by master, fill, tap and decap left out, drive strengths merged
| cell type | count |
|---|---|
| mux2 | 512 |
| xnor2 | 3 |
| nor2 | 256 |
| mux4 | 512 |
| or2 | 256 |
| buf | 72 |
| nand3 | 1 |
| nand4b | 32 |
| nand2b | 32 |
| clkinv | 99 |
| bufinv | 33 |
| nor2b | 1 |
| clkinvlp | 10 |
| or3b | 3 |
| and2 | 2048 |
| edfxtp | 2304 |
| clkdlybuf4s50 | 548 |
| or3 | 1 |
| nand3b | 3 |
| clkbuf | 295 |
| inv | 5 |
| diode | 13 |
## sequential cells by signal, summed over array words and instances (netlist names)
| signal | flops |
|---|---|
| data | 2048 |
| _dataout | 256 |
## layer usage
layer / global-route usage / up-vias / part of all wire
met5: 0.008402 / - / 0.0033
met4: 0.04658 / 96 / 0.026
met3: 0.1181 / 463 / 0.12
met2: 0.3357 / 2199 / 0.48
met1: 0.2961 / 26830 / 0.36
li1: - / 24540 / -
## metrics by stage
| stage | worst slack [ns] | instance area (um^2) |
|---|---|---|
| 3_3_place_gp | 10.28 | 112900 |
| 4_1_cts | 11.23 | 120900 |
| 5_1_grt | 10.97 | 120900 |
| 3_5_place_dp | 10.27 | 112900 |
| 2_1_floorplan | 2.121 | 103800 |
| 6_report | 11.33 | 120900 |
## final cells by class
| type | count | area share |
|---|---|---|
| clock buffers | 295 | 0.05244 |
| well taps | 3384 | 0.03502 |
| clock inverters | 147 | 0.01364 |
| diodes | 13 | 0.0002691 |
| flip-flops and latches | 2304 | 0.5723 |
| repair buffers | 620 | 0.05071 |
| multi-input cells | 3660 | 0.2756 |
## cell usage after synthesis
| library cell | instances |
|---|---|
| buf_2 | 26 |
| buf_6 | 54 |
| and2_1 | 2048 |
| buf_1 | 17 |
| nand3_1 | 1 |
| xnor2_1 | 1 |
| clkbuf_1 | 150 |
| nor2b_1 | 1 |
| nand4b_1 | 32 |
| or3_1 | 1 |
| mux2_1 | 2 |
| mux4_2 | 512 |
| mux2_2 | 510 |
| edfxtp_1 | 2304 |
| or2_2 | 256 |
| or3b_2 | 3 |
| nand3b_1 | 3 |
| nand2b_1 | 32 |
| xnor2_2 | 2 |
| nor2_1 | 256 |
## worst paths after layout
| kind | depth (start not counted) | from | to |
|---|---|---|---|
| setup / recovery | 8 | rindex[0] | _dataout[25] |
| hold reg to reg | 3 | data[2][35] | _dataout[35] |
| hold / removal | 3 | data[2][35] | _dataout[35] |
| setup reg to reg | 3 | data[0][189] | _dataout[189] |
## worst register-to-register path, delay by kind of cell (launching register included)
family | cells | cell delay (ns)
mux | 3 | 1.07
flops | 1 | 0.38
No activity file was given, so power comes from the tool's default toggle rates.
