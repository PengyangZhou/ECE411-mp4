## /design/flow/design.v

```verilog
package pcmux;
typedef enum bit [1:0] {
    pc_plus4  = 2'b00
    ,alu_out  = 2'b01
    ,alu_mod2 = 2'b10
} pcmux_sel_t;
endpackage
package marmux;
typedef enum bit {
    pc_out = 1'b0
    ,alu_out = 1'b1
} marmux_sel_t;
endpackage
package cmpmux;
typedef enum bit {
    rs2_out = 1'b0
    ,i_imm = 1'b1
} cmpmux_sel_t;
endpackage
package alumux;
typedef enum bit {
    rs1_out = 1'b0
    ,pc_out = 1'b1
} alumux1_sel_t;
typedef enum bit [2:0] {
    i_imm    = 3'b000
    ,u_imm   = 3'b001
    ,b_imm   = 3'b010
    ,s_imm   = 3'b011
    ,j_imm   = 3'b100
    ,rs2_out = 3'b101
} alumux2_sel_t;
endpackage
package regfilemux;
typedef enum bit [3:0] {
    alu_out   = 4'b0000
    ,br_en    = 4'b0001
    ,u_imm    = 4'b0010
    ,lw       = 4'b0011
    ,pc_plus4 = 4'b0100
    ,lb        = 4'b0101
    ,lbu       = 4'b0110   
    ,lh        = 4'b0111
    ,lhu       = 4'b1000   
} regfilemux_sel_t;
endpackage
package addrmux;
    typedef enum bit {
        addr_from_cpu = 1'b1,
        addr_from_array = 1'b0
    } addrmux_sel_t;
endpackage
package datamux;
    typedef enum bit { 
        data_from_memory = 1'b0,
        data_from_cpu = 1'b1 
    } datamux_sel_t;
endpackage
package waymux;
    typedef enum bit { 
        hit_id = 1'b0,
        lru_id = 1'b1
    } waymux_sel_t;
endpackage
package benmux;
    typedef enum bit { 
        all_enable = 1'b0,
        spec_by_cpu = 1'b1
    } benmux_sel_t;
endpackage
interface rvfi_itf(input clk, input rst);
    logic halt;
    logic commit;
    logic [63:0] order;
    logic [31:0] inst;
    logic trap;
    logic [4:0] rs1_addr;
    logic [4:0] rs2_addr;
    logic [31:0] rs1_rdata;
    logic [31:0] rs2_rdata;
    logic load_regfile;
    logic [4:0] rd_addr;
    logic [31:0] rd_wdata;
    logic [31:0] pc_rdata;
    logic [31:0] pc_wdata;
    logic [31:0] mem_addr;
    logic [3:0] mem_rmask;
    logic [3:0] mem_wmask;
    logic [31:0] mem_rdata;
    logic [31:0] mem_wdata;
    logic [15:0] errcode;
endinterface
module given_array #(
  parameter width = 1,
  parameter index = 3
)
(
  input clk,
  input rst,
  input logic load,
  input logic [index-1:0] rindex,
  input logic [index-1:0] windex,
  input logic [width-1:0] datain,
  output logic [width-1:0] dataout
);
localparam num_sets = 2**index;
logic [width-1:0] data [num_sets];
always_comb begin
  dataout = (load  & (rindex == windex)) ? datain : data[rindex];
end
always_ff @(posedge clk)
begin
    if(rst)begin
      for (int i = 0; i < num_sets; ++i) begin
        data[i] <= 0;
      end
    end else begin
      if(load)
        data[windex] <= datain;
    end
end
endmodule : given_array
module given_cache # (
  parameter s_offset = 5,
  parameter s_index  = 3
)(
  input clk,
  input rst,
  input logic pmem_resp,
  input logic [255:0] pmem_rdata,
  output logic [31:0] pmem_address,
  output logic [255:0] pmem_wdata,
  output logic pmem_read,
  output logic pmem_write,
  input logic mem_read,
  input logic mem_write,
  input logic [3:0] mem_byte_enable_cpu,
  input logic [31:0] mem_address,
  input logic [31:0] mem_wdata_cpu,
  output logic mem_resp,
  output logic [31:0] mem_rdata_cpu
);
logic tag_load;
logic valid_load;
logic dirty_load;
logic dirty_in;
logic dirty_out;
logic hit;
logic [1:0] writing;
logic [255:0] mem_wdata;
logic [255:0] mem_rdata;
logic [31:0] mem_byte_enable;
given_cache_control control(.*);
given_cache_datapath #(s_offset, s_index) datapath (.*);
line_adapter bus (
    .mem_wdata_line(mem_wdata),
    .mem_rdata_line(mem_rdata),
    .mem_wdata(mem_wdata_cpu),
    .mem_rdata(mem_rdata_cpu),
    .mem_byte_enable(mem_byte_enable_cpu),
    .mem_byte_enable_line(mem_byte_enable),
    .address(mem_address)
);
endmodule : given_cache
module given_cache_control (
  input clk,
  input rst,
  input  logic mem_read,
	input  logic mem_write,
	output logic mem_resp,
  input  logic pmem_resp,
	output logic pmem_read,
	output logic pmem_write,
  output logic tag_load,
  output logic valid_load,
  output logic dirty_load,
  output logic dirty_in,
  input logic dirty_out,
  input logic hit,
  output logic [1:0] writing
);
enum int unsigned
{
  check_hit,
	read_mem
} state, next_state;
always_comb begin : state_actions
  tag_load = 1'b0;
  valid_load = 1'b0;
  dirty_load = 1'b0;
  dirty_in = 1'b0;
  writing = 2'b11;
	mem_resp = 1'b0;
	pmem_write = 1'b0;
	pmem_read = 1'b0;
	case(state)
    check_hit: begin
      if (mem_read || mem_write) begin
        if (hit) begin
          mem_resp = 1'b1;
          if (mem_write) begin
            dirty_load = 1'b1;
            dirty_in = 1'b1;
            writing = 2'b01;
          end
        end else begin
          if (dirty_out)
            pmem_write = 1'b1;
        end
      end
    end
    read_mem: begin
      pmem_read = 1'b1;
      writing = 2'b00;
      if (pmem_resp) begin
        tag_load = 1'b1;
        valid_load = 1'b1;
      end
        dirty_load = 1'b1;
        dirty_in = 1'b0;
    end
	endcase
end
always_comb begin : next_state_logic
	next_state = state;
	case(state)
    check_hit: begin
      if ((mem_read || mem_write) && !hit) begin
        if (dirty_out) begin
          if (pmem_resp)
            next_state = read_mem;
        end else begin
          next_state = read_mem;
		  end
      end
    end
    read_mem: begin
      if (pmem_resp)
        next_state = check_hit;
    end
	endcase
end
always_ff @(posedge clk) begin: next_state_assignment
  if(rst)begin
    state <= check_hit;
  end else begin
    state <= next_state;
  end
end
endmodule : given_cache_control
module given_cache_datapath #(
  parameter s_offset = 5,
  parameter s_index  = 3
)(
  input clk,
  input rst,
  input logic  [31:0]  mem_byte_enable,
  input logic  [31:0]  mem_address,
  input logic  [255:0] mem_wdata,
  output logic [255:0] mem_rdata,
  input  logic [255:0] pmem_rdata,
  output logic [255:0] pmem_wdata,
  output logic [31:0]  pmem_address,
  input logic tag_load,
  input logic valid_load,
  input logic dirty_load,
  input logic dirty_in,
  output logic dirty_out,
  output logic hit,
  input logic [1:0] writing
);
localparam s_tag    = 32 - s_offset - s_index;
localparam s_mask   = 2**s_offset;
localparam s_line   = 8*s_mask;
localparam num_sets = 2**s_index;
logic [s_line-1:0] line_in, line_out;
logic [s_tag-1:0] address_tag, tag_out;
logic [s_index-1:0]  index;
logic [s_mask-1:0] mask;
logic valid_out;
always_comb begin
  address_tag = mem_address[31:s_offset+s_index];  
  index = mem_address[s_offset+s_index-1:s_offset];  
  hit = valid_out && (tag_out == address_tag);
  pmem_address = (dirty_out) ? {tag_out, mem_address[s_offset+s_index-1:0]} : mem_address;
  mem_rdata = line_out;
  pmem_wdata = line_out;
  case(writing)
    2'b00: begin  
      mask = 32'hFFFFFFFF;
      line_in = pmem_rdata;
    end
    2'b01: begin  
      mask = mem_byte_enable;
      line_in = mem_wdata;
    end
    default: begin  
      mask = 32'b0;
      line_in = mem_wdata;
    end
	endcase
end
given_data_array #(s_offset, s_index) DM_cache (clk, rst, 1'b1, mask, index, index, line_in, line_out);
given_array #(s_tag, s_index) tag (clk, rst, tag_load, index, index, address_tag, tag_out);
given_array #(1, s_index) valid (clk, rst, valid_load, index, index, 1'b1, valid_out);
given_array #(1, s_index) dirty (clk, rst, dirty_load, index, index, dirty_in, dirty_out);
endmodule : given_cache_datapath
module given_data_array #(
    parameter s_offset = 5,
    parameter s_index = 3
)
(
    clk,
    rst,
    read,
    write_en,
    rindex,
    windex,
    datain,
    dataout
);
localparam s_mask   = 2**s_offset;
localparam s_line   = 8*s_mask;
localparam num_sets = 2**s_index;
input clk;
input rst;
input read;
input [s_mask-1:0] write_en;
input [s_index-1:0] rindex;
input [s_index-1:0] windex;
input [s_line-1:0] datain;
output logic [s_line-1:0] dataout;
logic [s_line-1:0] data [num_sets-1:0]  ;
logic [s_line-1:0] _dataout;
assign dataout = _dataout;
always_ff @(posedge clk)
begin
    if (rst) begin
        for (int i = 0; i < num_sets; ++i)
            data[i] <= '0;
    end
    else begin
        for (int i = 0; i < s_mask; i++)
        begin
            data[windex][8*i +: 8] <= write_en[i] ? datain[8*i +: 8] : data[windex][8*i +: 8];
        end
    end
end
always_comb begin : read_logic
    for (int i = 0; i < s_mask; i++)begin
        _dataout[8*i +: 8] = (write_en[i] & (rindex == windex)) ? datain[8*i +: 8] : data[rindex][8*i +: 8];
    end
end
endmodule : given_data_array
module line_adapter (
  output logic [255:0] mem_wdata_line,
  input logic [255:0] mem_rdata_line,
  input logic [31:0] mem_wdata,
  output logic [31:0] mem_rdata,
  input logic [3:0] mem_byte_enable,
  output logic [31:0] mem_byte_enable_line,
  input logic [31:0] address
);
assign mem_wdata_line = {8{mem_wdata}};
assign mem_rdata = mem_rdata_line[(32*address[4:2]) +: 32];
assign mem_byte_enable_line = {28'h0, mem_byte_enable} << (address[4:2]*4);
endmodule : line_adapter
```

## /design/flow/run.sh

```bash
#!/bin/bash
# OpenROAD 26Q1-2900-gdf79404cd8, Yosys 0.63+post, stock flow scripts
make -C /OpenROAD-flow-scripts/flow DESIGN_CONFIG=/design/flow/config.mk WORK_HOME=/design/flow/orfs finish
```

## /design/flow/config.mk

```make
export PLATFORM = sky130hd
export DESIGN_NAME = given_cache
export DESIGN_NICKNAME = given_cache
export VERILOG_FILES = /design/flow/design.v
export SDC_FILE = /design/flow/constraint.sdc
export NUM_CORES = 4
export LEC_CHECK = 1
export CORE_UTILIZATION = 50
```

## /design/flow/constraint.sdc

```tcl
current_design given_cache

set clk_period 45.6
set clk_io_pct 0.2

create_clock -name clk0 -period $clk_period [get_ports {clk}]

set non_clock_inputs [all_inputs -no_clocks]
set_input_delay [expr $clk_period * $clk_io_pct] -clock clk0 $non_clock_inputs
set_output_delay [expr $clk_period * $clk_io_pct] -clock clk0 [all_outputs]
```

==> out/notes.md <==
The root buffer cell chosen for the clock tree is sky130_fd_sc_hd__clkbuf_16. The via count of the first global-routing pass came out at 81,900. Summed over all routing layers, the global router reports a total usage of 52.6%. The data arrival time reported for the critical path is 17,230 ps.

The final timing report counts setup violations totalling 0. The clock slew seen by the registers of the worst setup and hold paths was 60 ps; the number of antenna violations at the first check in global routing was 54. Per the layout report, the design carries 16,300 filler cells. The switching part of the total is 28.1%, and the worst-case vdd ir drop is 43.4 uV.

Startpoint of the worst register-to-register path: control.state[1]$_DFF_P_. CTS saw 2,258 sinks. In this run the worst path has a maximum fanout of 100.

The most common logic cell in the final layout is sky130_fd_sc_hd__nor2_1. The placement stage leaves a total instance area of 115,000 um2. Half-perimeter wire length of the detailed placement result: 322 mm. TritonCTS built the clock tree.

Averaged over all synthesized cells, the footprint is 11.9 um2. STA classifies the critical path startpoint as an input port. Using the TritonRoute via totals, the vias-per-cell ratio works out to 6.73. The Yosys step of the flow raised 5 warnings. The stage logs contain a warning count of 31. In this run the standard cell core region covers 208,000 um2.

The logs give 10 for the detailed-router iteration count before antenna repair and 0 for the max capacitance violation total. In this run the horizontal extent of the chip is 460 um. The later pin in the worst-skew pair is clocked with a latency of 910 ps.

The tools report the clock skew after layout as 49.6 ps. The relative max-transition margin is 5.89%, and the pre-placement core utilization is 50.5%. The standard-cell row count was 167; the number of enable-type register cells in the synthesized netlist was 2,248.

The script parses the final routing iteration and logs DRC violations as 0. The layout overhead on the synthesized area was 17.0%. Counting endpoints that fail hold in the final report gives 0.

In the layout the commonest cells are sky130_fd_sc_hd__nor2_1 (2,367), sky130_fd_sc_hd__edfxtp_1 (2,248), sky130_fd_sc_hd__clkdlybuf4s50_1 (640). In this run, flip-flops and latches consume 46.9% of the power. Of the available clock period, the critical path in the final layout requires 57.8%. The die is 460 um tall. The detailed-route via count came out at 83,400. Note that the worst hold path type here is flip-flop to flip-flop. The capturing instance or port of the critical path was mem_rdata_cpu[5].

The number of gates resized after CTS was 0. For the distinct cell type count after synthesis, the log shows 104. The tools report the setup slack of the worst register-to-register path as 38,990 ps. Summing every instance area after synthesis gives 105,000 um2. The routed length per instance works out to 40.8 um. Fraction of registers with async set or reset after synthesis: 0%. TritonCTS created 234 clock buffers. For the die area, the log shows 212,000 um2. The post-layout total power was 5.17 mW. The shortest clock period the worst path allows after layout was 26,350 ps. The run gives 14 for the logic depth of the worst register-to-register path. The total length of routed wires is 506 mm, and the pin slew with the least headroom to its limit is 1410 ps. The number of levels in the clock H-tree is 4. Per the OpenROAD power report, leakage power amounts to 46.7 nW. The flow reports that combinational logic draws 16.6% of the design power.

The final report gives the standard cell area, fillers excluded, as 123,000 um2. In this run the count of I/O pins placed on the die edge is 652. In the final report, the number of pins over their slew limit comes to 0. The run gives 1.06 as the final weighted congestion in routability-driven placement. Per the final layout report, the fraction of cells sized above drive strength 1 comes to 12.6%.

The cell depth of the worst hold path is 2, and the worst path required time is 36,480 ps. The switching component of the power was reported as 1.45 mW. The category of the worst setup path capture point was a primary output.

The internal portion of the total power is 3.72 mW. After clock tree synthesis, the flow added hold-fix buffers numbering 0. The tools report the summed negative setup slack over all endpoints as 0 ps. For this design, Yosys synthesis ends with a cell count of 8,856. The critical path in this run is classified as input port to primary output. The final standard cell utilization of the core came out at 59.1%. The logs give 64.5% for the sequential element share of the synthesized area and 105,000 um2 for the area figure in the yosys stat output. The clock passes through at most 3 buffers. Yosys reported a register bit count of 2,258. The endpoint identified for the worst register-to-register timing path is datapath.DM_cache.data[0][61]$_SDFFCE_PN0P_. The run finished with clean final reports. Per the GRT congestion report, total overflow comes to 0.

The worst hold slack is 467 ps, and the number of cells produced by synthesis is 8,856. The number of DRC markers after the initial detailed-route iteration is 7,982, and the proportion of power drawn by the clock network is 36.5%. The power per unit of standard cell area is 42.1 nW/um2, and the number of nets with antenna violations after routing is 0.

OpenSTA lists the critical path startpoint as pmem_resp. Main flop type: sky130_fd_sc_hd__edfxtp_1. Entering global routing, the biggest net connects 101 pins. Setup repair after global routing left no endpoint under its margin. The placement report lists the number of port buffers as 647.

In this run the post-CTS setup repair buffer count came out at 0. The first global-routing pass estimated 682 mm of wire. Timing-limited maximum frequency: 38.0 MHz.
## per-stage QoR
step / setup WS, ps / cells
floorplan: 24120 / 8856
global placement: 19410 / 11900
detailed placement: 19820 / 11900
CTS: 19790 / 12300
global route: 19070 / 12400
finish: 19250 / 12400
## critical path, stage by stage
cell and delay, ps:
sky130_fd_sc_hd__clkdlybuf4s50_1 520, sky130_fd_sc_hd__and2_4 420, sky130_fd_sc_hd__buf_4 760, sky130_fd_sc_hd__buf_4 560
sky130_fd_sc_hd__a221o_1 190, sky130_fd_sc_hd__a21oi_1 70, sky130_fd_sc_hd__a32o_1 300, sky130_fd_sc_hd__nor4_1 260
sky130_fd_sc_hd__and4b_1 340, sky130_fd_sc_hd__and4_4 600, sky130_fd_sc_hd__buf_4 630, sky130_fd_sc_hd__a31oi_1 230
sky130_fd_sc_hd__a221o_1 490, sky130_fd_sc_hd__a21oi_1 200, sky130_fd_sc_hd__o221ai_1 580, sky130_fd_sc_hd__buf_4 370
sky130_fd_sc_hd__nor4bb_1 830, sky130_fd_sc_hd__clkdlybuf4s50_1 630
## worst min path at each step
stage / start / end / slack (ps)
6_report: datapath.valid.data[4]$_DFF_P_ / datapath.valid.data[4]$_DFF_P_ / 470
5_1_grt: datapath.valid.data[5]$_DFF_P_ / datapath.valid.data[5]$_DFF_P_ / 480
4_1_cts: datapath.valid.data[0]$_DFF_P_ / datapath.valid.data[0]$_DFF_P_ / 460
## Yosys cell counts, types with 17 or more instances
library cell / instances / area [um2]
sky130_fd_sc_hd__a211oi_1: 51 / 383
sky130_fd_sc_hd__a21oi_1: 294 / 1470
sky130_fd_sc_hd__a221o_1: 60 / 601
sky130_fd_sc_hd__a221oi_1: 253 / 2220
sky130_fd_sc_hd__a222oi_1: 26 / 260
sky130_fd_sc_hd__a22o_1: 67 / 587
sky130_fd_sc_hd__a22oi_1: 254 / 1910
sky130_fd_sc_hd__a31oi_1: 38 / 238
sky130_fd_sc_hd__and2_1: 20 / 125
sky130_fd_sc_hd__and3_1: 213 / 1330
sky130_fd_sc_hd__buf_1: 118 / 443
sky130_fd_sc_hd__buf_2: 99 / 495
sky130_fd_sc_hd__buf_4: 20 / 150
sky130_fd_sc_hd__buf_6: 26 / 293
sky130_fd_sc_hd__clkbuf_1: 572 / 2150
sky130_fd_sc_hd__edfxtp_1: 2248 / 67500
sky130_fd_sc_hd__inv_1: 281 / 1050
sky130_fd_sc_hd__mux2_2: 192 / 2160
sky130_fd_sc_hd__mux2i_1: 335 / 3350
sky130_fd_sc_hd__mux4_2: 47 / 1060
sky130_fd_sc_hd__nand2_1: 311 / 1170
sky130_fd_sc_hd__nand2b_1: 19 / 119
sky130_fd_sc_hd__nand3_1: 81 / 405
sky130_fd_sc_hd__nand4_1: 26 / 163
sky130_fd_sc_hd__nor2_1: 2376 / 8920
sky130_fd_sc_hd__nor2b_1: 21 / 131
sky130_fd_sc_hd__nor3_1: 60 / 300
sky130_fd_sc_hd__nor4_1: 25 / 156
sky130_fd_sc_hd__o211ai_1: 20 / 150
sky130_fd_sc_hd__o21ai_0: 202 / 1010
sky130_fd_sc_hd__o21ai_1: 30 / 150
sky130_fd_sc_hd__o221ai_1: 46 / 403
sky130_fd_sc_hd__o221ai_2: 27 / 405
sky130_fd_sc_hd__o22ai_1: 48 / 300
sky130_fd_sc_hd__o31a_1: 36 / 315
sky130_fd_sc_hd__or2_2: 17 / 106
## sequential cells by signal (all words and copies together) (netlist names)
register / cells
datapath.DM_cache.data: 2048
datapath.tag.data: 192
datapath.dirty.data: 8
datapath.valid.data: 8
control.state: 2
## logic make-up (layout without fill, tap and decap cells)
family | after synthesis | after routing | synth area share (%)
and+or+nand+nor | 3240 | 3240 | 13.0
DFF | 2258 | 2258 | 64.5
AOI/OAI and AO/OA | 1631 | 1631 | 11.6
buffers and inverters | 1130 | 1819 | 4.45
muxes | 590 | 590 | 6.47
xor gates and xnor gates | 7 | 7 | 0.0584
other | 0 | 51 | 0
## cell type report
| cell class | instances | area, um2 | area share, % |
|---|---|---|---|
| repair buffers | 1105 | 10100 | 8.23 |
| diodes | 51 | 128 | 0.104 |
| clock buffers | 291 | 6110 | 4.98 |
| well taps | 2788 | 3490 | 2.84 |
| clock inverters | 132 | 1220 | 0.992 |
| flip-flops and latches | 2258 | 67700 | 55.1 |
| multi-input cells | 5468 | 32900 | 26.8 |
| inverters | 291 | 1110 | 0.902 |
## power groups by stage
| stage | clock network [mW] | logic, mW | registers (mW) |
|---|---|---|---|
| 4_1_cts | 1.88 | 0.814 | 2.43 |
| 5_1_grt | 1.96 | 0.866 | 2.44 |
| 6_report | 1.89 | 0.858 | 2.43 |
## layer usage
| layer | up-vias | GRT usage, % | part of all wire, % |
|---|---|---|---|
| met5 | - | 8.06 | 0.43 |
| met4 | 82 | 38.3 | 9.9 |
| met3 | 1781 | 41.0 | 19 |
| met2 | 7781 | 67.0 | 41 |
| met1 | 40100 | 59.3 | 29 |
| li1 | 33600 | - | - |
Power figures rest on the tool's default switching activity, not on a simulated workload.
